## design/flow/design.v

```verilog
module FULL_ADDER(
     input wire       in0,
     input wire       in1,
     input wire       in2,
     output wire     out,
     output wire cout
);
    wire w_0;
    wire w_1;
    wire w_2;
    XOR_GATE XOR0(
        .in0    (in0    ),
        .in1    (in1    ),
        .out    (w_0    )
    );
    XOR_GATE XOR1(
        .in0    (w_0    ),
        .in1    (in2    ),
        .out    (out    )
    );
    AND_GATE AND0(
        .in0    (in0    ),
        .in1    (in1    ),
        .out    (w_1    )
    );
    AND_GATE AND1(
        .in0    (w_0    ),
        .in1    (in2    ),
        .out    (w_2    )
    );
    OR_GATE OR0(
        .in0    (w_1    ),
        .in1    (w_2    ),
        .out    (cout    )
    );
endmodule
module BYTE_NOT(
     input wire [7:0] in0,
     output wire [7:0] out
);
NOT_GATE NOT_0(
        .in0    (in0[0]    ),
        .out    (out[0]    )
        );
NOT_GATE NOT_1(
        .in0    (in0[1]    ),
        .out    (out[1]    )
        );
NOT_GATE NOT_2(
        .in0    (in0[2]    ),
        .out    (out[2]    )
        );
NOT_GATE NOT_3(
        .in0    (in0[3]    ),
        .out    (out[3]    )
        );
NOT_GATE NOT_4(
        .in0    (in0[4]    ),
        .out    (out[4]    )
        );
NOT_GATE NOT_5(
        .in0    (in0[5]    ),
        .out    (out[5]    )
        );
NOT_GATE NOT_6(
        .in0    (in0[6]    ),
        .out    (out[6]    )
        );
NOT_GATE NOT_7(
        .in0    (in0[7]    ),
        .out    (out[7]    )
        );
endmodule
module ADDING_BYTES(
        input wire i,
     input wire [7:0] in0,
     input wire [7:0] in1,
     output wire [7:0] out,
     output wire cout
);
wire c_0;
wire c_1;
wire c_2;
wire c_3;
wire c_4;
wire c_5;
wire c_6;
FULL_ADDER ADDER_0(
        .in0    (i    ),
        .in1    (in0[0]    ),
        .in2    (in1[0]       ),
        .out    (out[0]    ),
        .cout    (c_0    )
        );
FULL_ADDER ADDER_1(
        .in0    (c_0    ),
        .in1    (in0[1]    ),
        .in2    (in1[1]       ),
        .out    (out[1]    ),
        .cout    (c_1    )
        );
FULL_ADDER ADDER_2(
        .in0    (c_1    ),
        .in1    (in0[2]    ),
        .in2    (in1[2]       ),
        .out    (out[2]    ),
        .cout    (c_2    )
        );
FULL_ADDER ADDER_3(
        .in0    (c_2    ),
        .in1    (in0[3]    ),
        .in2    (in1[3]       ),
        .out    (out[3]    ),
        .cout    (c_3    )
        );
FULL_ADDER ADDER_4(
        .in0    (c_3    ),
        .in1    (in0[4]    ),
        .in2    (in1[4]       ),
        .out    (out[4]    ),
        .cout    (c_4    )
        );
FULL_ADDER ADDER_5(
        .in0    (c_4    ),
        .in1    (in0[5]    ),
        .in2    (in1[5]       ),
        .out    (out[5]    ),
        .cout    (c_5    )
        );
FULL_ADDER ADDER_6(
        .in0    (c_5    ),
        .in1    (in0[6]    ),
        .in2    (in1[6]       ),
        .out    (out[6]    ),
        .cout    (c_6    )
        );
FULL_ADDER ADDER_7(
        .in0    (c_6    ),
        .in1    (in0[7]    ),
        .in2    (in1[7]       ),
        .out    (out[7]    ),
        .cout    (cout    )
        );
endmodule
module SIGNED_NEGATOR(
     input wire [7:0] in0,
     output wire [7:0] out
);
wire  [7:0] w_0;
wire w_1;
BYTE_NOT NOT_0(
        .in0    (in0    ),
        .out    (w_0    )
        );
ADDING_BYTES ADDER_0(
        .i    (1'b0    ),
        .in0    (w_0    ),
        .in1    (8'b00000001    ),
        .out    (out    ),
        .cout    (w_1)
        );
endmodule
module CRUDE_AWAKENING(
     input wire       in0,
     output wire       out
);
    assign out = in0;
endmodule
module NAND_GATE(
     input wire       in0,
     input wire       in1,
     output wire       out
);
    assign out = ~ ( in0 & in1 );
endmodule
module NOT_GATE(
     input wire       in0,
     output wire       out
);
    NAND_GATE NAND(
        .in0    (in0    ),
        .in1    (in0    ),
        .out    (out    )
    );
endmodule
module AND_GATE(
     input wire       in0,
     input wire       in1,
     output wire       out
);
    wire w_1;
    NAND_GATE NAND(
        .in0    (in0    ),
        .in1    (in1    ),
        .out    (w_1    )
    );
    NOT_GATE NOT(
        .in0    (w_1    ),
        .out    (out    )
    );
endmodule
module NOR_GATE(
     input wire       in0,
     input wire       in1,
     output wire       out
);
    wire w_0;
    wire w_1;
    wire n_out;
    NOT_GATE NOT0(
        .in0    (in0    ),
        .out    (w_0    )
    );
    NOT_GATE NOT1(
        .in0    (in1    ),
        .out    (w_1    )
    );
    NAND_GATE NAND(
        .in0    (w_0    ),
        .in1    (w_1    ),
        .out    (n_out    )
    );
    NOT_GATE NOT(
        .in0    (n_out    ),
        .out    (out    )
    );
endmodule
module OR_GATE(
     input wire       in0,
     input wire       in1,
     output wire       out
);
    wire w_0;
    wire w_1;
    NOT_GATE NOT0(
        .in0    (in0    ),
        .out    (w_0    )
    );
    NOT_GATE NOT1(
        .in0    (in1    ),
        .out    (w_1    )
    );
    NAND_GATE NAND(
        .in0    (w_0    ),
        .in1    (w_1    ),
        .out    (out    )
    );
endmodule
module ALWAYS_ON_GATE(
     input wire       in0,
     output wire       out
);
    wire w_1;
    NOT_GATE NOT(
        .in0    (in0    ),
        .out    (w_1    )
    );
    OR_GATE OR(
        .in0    (in0    ),
        .in1    (w_1    ),
        .out    (out    )
    );
endmodule
module SECOND_TICK(
     input wire       in0,
     input wire       in1,
     output wire       out
);
    wire w_0;
    wire n_out;
    NOT_GATE NOT(
        .in0    (in1    ),
        .out    (w_0    )
    );
    AND_GATE AND(
        .in0    (w_0    ),
        .in1    (in0    ),
        .out    (out    )
    );
endmodule
module XOR_GATE(
     input wire       in0,
     input wire       in1,
     output wire       out
);
    wire w_0;
    wire w_1;
    NOR_GATE NOR0(
        .in0    (in0    ),
        .in1    (in1    ),
        .out    (w_0    )
    );
    AND_GATE AND(
        .in0    (in0    ),
        .in1    (in1    ),
        .out    (w_1    )
    );
    NOR_GATE NOR1(
        .in0    (w_0    ),
        .in1    (w_1    ),
        .out    (out    )
    );
endmodule
module BIGGER_OR_GATE(
     input wire       in0,
     input wire       in1,
     input wire       in2,
     output wire       out
);
    wire w_0;
    wire w_1;
    OR_GATE OR0(
        .in0    (in0    ),
        .in1    (in1    ),
        .out    (w_0    )
    );
    OR_GATE OR1(
        .in0    (in1    ),
        .in1    (in2    ),
        .out    (w_1    )
    );
    OR_GATE OR2(
        .in0    (w_0    ),
        .in1    (w_1    ),
        .out    (out    )
    );
endmodule
module BIGGER_AND_GATE(
     input wire       in0,
     input wire       in1,
     input wire       in2,
     output wire       out
);
    wire w_0;
    wire w_1;
    AND_GATE AND0(
        .in0    (in0    ),
        .in1    (in1    ),
        .out    (w_0    )
    );
    AND_GATE AND1(
        .in0    (in1    ),
        .in1    (in2    ),
        .out    (w_1    )
    );
    AND_GATE AND2(
        .in0    (w_0    ),
        .in1    (w_1    ),
        .out    (out    )
    );
endmodule
module XNOR_GATE(
     input wire       in0,
     input wire       in1,
     output wire       out
);
    wire n_out;
    XOR_GATE XOR(
        .in0    (in0    ),
        .in1    (in1    ),
        .out    (n_out    )
    );
    NOT_GATE NOT(
        .in0    (n_out    ),
        .out    (out    )
    );
endmodule
module SWITCH_GATE(
    input wire clk,
    input wire in0,
    input wire in1,
    output reg out
);
always @ (posedge clk) begin
    if (in0 > 1'b0) begin
    out <= in1;
    end else begin
    out <= 1'b0;
    end
end
endmodule
module BYTE_SWITCH_GATE(
    input wire clk,
    input wire in0,
    input wire [7:0] in1,
    output reg [7:0] out
);
always @(posedge clk) begin
     if(in0>1'b0) begin 
         out <= in1;
    end else begin
         out <= 8'b00000000;
    end
end
endmodule
```

## design/flow/run.sh

```bash
#!/bin/bash
# OpenROAD 26Q1-2900-gdf79404cd8, Yosys 0.63+post, stock flow scripts
make -C /OpenROAD-flow-scripts/flow DESIGN_CONFIG=/design/flow/config.mk WORK_HOME=/design/flow/orfs finish
```

## design/flow/config.mk

```make
export PLATFORM = sky130hd
export DESIGN_NAME = SIGNED_NEGATOR
export DESIGN_NICKNAME = SIGNED_NEGATOR
export VERILOG_FILES = /design/flow/design.v
export SDC_FILE = /design/flow/constraint.sdc
export NUM_CORES = 4
export LEC_CHECK = 1
export CORE_AREA = 10 10 70 70
export DIE_AREA = 0 0 80 80
```

## design/flow/constraint.sdc

```tcl
current_design SIGNED_NEGATOR

set clk_period 1.9
set clk_io_pct 0.2

create_clock -name clk0 -period $clk_period

set non_clock_inputs [all_inputs -no_clocks]
set_input_delay [expr $clk_period * $clk_io_pct] -clock clk0 $non_clock_inputs
set_output_delay [expr $clk_period * $clk_io_pct] -clock clk0 [all_outputs]
```

==> node_exporter_impl.prom <==
# HELP chip_impl_metric Flow report values
# TYPE chip_impl_metric gauge
chip_impl_info{name="status",value="finished, violations left"} 1
chip_impl_info{name="failed_checks",value="setup timing"} 1
chip_impl_metric{name="period_used_share",unit="%"} 107
chip_impl_metric{name="gr-total-overflow",unit=""} 0
chip_impl_info{name="worst_hold_startpoint",value="in0[0]"} 1
chip_impl_metric{name="num_rows",unit=""} 21
chip_impl_metric{name="cp_max_fo",unit=""} 1
chip_impl_metric{name="area_delta_synth_final",unit="%"} 143
chip_impl_metric{name="timing_worst_slew_pin_value",unit="ns"} 0.115
chip_impl_metric{name="mappedNetlistArea",unit="um^2"} 170
chip_impl_metric{name="synth_area_per_cell",unit="um^2"} 7.73
chip_impl_info{name="yosysTopAreaCell",value="sky130_fd_sc_hd__ha_1"} 1
chip_impl_metric{name="final.clkbuf_count",unit=""} 0
chip_impl_info{name="topCellsByArea",value="sky130_fd_sc_hd__ha_1, sky130_fd_sc_hd__buf_4, sky130_fd_sc_hd__inv_1, sky130_fd_sc_hd__xnor2_1"} 1
chip_impl_metric{name="grt_start_max_net_pins",unit=""} 3
chip_impl_metric{name="core",unit="mm^2"} 0.00342
chip_impl_metric{name="half_perimeter_wire_length_of_the_detailed_placement_result",unit="um"} 486
chip_impl_info{name="critPathCaptureType",value="output pin"} 1
chip_impl_info{name="yosys.cell_count.top_type",value="sky130_fd_sc_hd__buf_4"} 1
chip_impl_metric{name="log.warning_count",unit=""} 38
chip_impl_metric{name="postLayoutCellArea",unit="um^2"} 414
chip_impl_metric{name="maximum_vdd_ir_drop",unit="uV"} 65.6
chip_impl_metric{name="die_h",unit="um"} 80
chip_impl_metric{name="placement.cell_area",unit="um^2"} 420
chip_impl_info{name="grt_setup_unrepaired",value="yes"} 1
chip_impl_metric{name="global_route.usage.total",unit="%"} 1.64
chip_impl_metric{name="worst_slew_margin_rel",unit="%"} 92.3
chip_impl_metric{name="fin_hold_ws",unit="ns"} 1.26
chip_impl_metric{name="grt_antenna_before_repair",unit=""} 0
chip_impl_metric{name="drc",unit=""} 0
chip_impl_info{name="critical_path.startpoint_type",value="primary input"} 1
chip_impl_metric{name="initial_core_util",unit="%"} 4.98
chip_impl_metric{name="grt_first_pass_wirelength",unit="um"} 841
chip_impl_metric{name="chip_area",unit="mm^2"} 0.00640
chip_impl_metric{name="finalMaxSlewViolations",unit=""} 0
chip_impl_metric{name="wl_per_cell",unit="um"} 7.01
chip_impl_info{name="crit_start",value="in0[1]"} 1
chip_impl_metric{name="io_buffer_count",unit=""} 16
chip_impl_metric{name="hold_buffers",unit=""} 0
chip_impl_metric{name="hold_viol",unit=""} 0
chip_impl_metric{name="die_boundary_width",unit="um"} 80
chip_impl_metric{name="drive_above_1_share",unit="%"} 53.3
chip_impl_metric{name="synth_top_area_share",unit="%"} 44.1
chip_impl_metric{name="i_o_pin_count",unit=""} 16
chip_impl_metric{name="postCtsSetupBuffers",unit=""} 0
chip_impl_metric{name="total_leakage_power",unit="uW"} 0.000164
chip_impl_metric{name="layout.sequential_cells",unit=""} 0
chip_impl_metric{name="n_antenna_cell",unit=""} 0
chip_impl_metric{name="crit_required",unit="ns"} 1.52
chip_impl_metric{name="seq_area",unit="um^2"} 0
chip_impl_metric{name="postSynthCellCount",unit=""} 22
chip_impl_metric{name="count_of_warnings_emitted_by_yosys",unit=""} 0
chip_impl_metric{name="detail_route.vias_per_cell",unit=""} 1.87
chip_impl_metric{name="detailedPlace.worstSlack",unit="ns"} -1.10
chip_impl_metric{name="worst_slack",unit="ns"} -0.130
chip_impl_info{name="critPathKind",value="in -> out"} 1
chip_impl_info{name="synthTopCellsByCount",value="sky130_fd_sc_hd__buf_4, sky130_fd_sc_hd__inv_1, sky130_fd_sc_hd__ha_1"} 1
chip_impl_metric{name="timing.final.crit_period",unit="ns"} 2.03
chip_impl_metric{name="synth-seq-area-share",unit="%"} 0
chip_impl_metric{name="count_of_max_cap_constraint_violations",unit=""} 0
chip_impl_metric{name="synth_stat.cells",unit=""} 22
chip_impl_metric{name="yosys_area",unit="um^2"} 170
chip_impl_metric{name="dr.pass1.iters",unit=""} 2
chip_impl_metric{name="final_util",unit="%"} 12.1
chip_impl_metric{name="yosys.cell_types.count",unit=""} 4
chip_impl_metric{name="detail-route-antenna-nets",unit=""} 0
chip_impl_metric{name="fmaxAchievable",unit="MHz"} 493
chip_impl_metric{name="detailroute.via_count",unit=""} 142
chip_impl_metric{name="routed_wirelength",unit="um"} 533
chip_impl_metric{name="power-per-cell-area",unit="mW/mm^2"} 151
chip_impl_metric{name="routabilityCongestion",unit=""} 0.731
chip_impl_metric{name="initialDrtViolationCount",unit=""} 3
chip_impl_metric{name="finalSetupViolCount",unit=""} 2
chip_impl_metric{name="timing.critical_path.arrival",unit="ns"} 1.65
chip_impl_metric{name="first_global_vias",unit=""} 168
chip_impl_info{name="min_path_type",value="in -> out"} 1
==> power by group <==
group	leakage [uW]	switching [uW]	internal [uW]	total (uW)
sequential	0	0	0	0
clock	0	0	0	0
combinational	0.000164	20.6	41.8	62.4
==> what timing repair did <==
item,4_1_cts,5_1_grt
pin swaps,6,0
hold endpoints to repair,0,0
resized,30,0
setup endpoints to repair,7,2
==> metal layers <==
metal  GRT usage (%)  up-vias  share of wire [%]
met4               0        0                  0
met3            1.70        0                 28
met1            2.04       54                 45
li1                -       73                  -
met5               0        -                  0
met2            2.01       15                 27
==> cell families after synthesis <==
kind of cell | after synthesis | synth area share, %
buffers and inverters | 15 | 50.7
adders and majority gates | 6 | 44.1
xor gates and xnor gates | 1 | 5.15
==> path summary, 6_finish.rpt <==
kind,endpoint,slack (ns),depth (start not counted)
setup / recovery,out[7],-0.13,10
hold / removal,out[0],1.26,2
==> area by class of cell <==
| type | count | area (um^2) |
|---|---|---|
| Fill cell | 396 | 3000 |
| Multi-Input combinational cell | 7 | 166 |
| Timing Repair Buffer | 16 | 146 |
| Tap cell | 46 | 57.6 |
| Inverter | 7 | 43.8 |
==> critical path, stage by stage <==
cell                      delay (ns)
sky130_fd_sc_hd__buf_8          0.09
sky130_fd_sc_hd__inv_12         0.03
sky130_fd_sc_hd__ha_4           0.14
sky130_fd_sc_hd__ha_4           0.15
sky130_fd_sc_hd__ha_4           0.15
sky130_fd_sc_hd__ha_4           0.15
sky130_fd_sc_hd__ha_4           0.15
sky130_fd_sc_hd__ha_4           0.15
sky130_fd_sc_hd__xnor2_2        0.12
sky130_fd_sc_hd__buf_2          0.12
==> through the flow <==
step,instances,power [uW],setup TNS (ns)
detailed placement,76,68.5,-4.92
global route,76,72.0,-0.266
CTS,76,64.8,-0.217
finish,76,62.4,-0.202
global placement,76,67.8,-4.83
floorplan,22,36.4,-0.00642
==> cells in the final DEF, fill, tap and decap left out <==
cell type	n
sky130_fd_sc_hd__ha_4	6
sky130_fd_sc_hd__buf_6	1
sky130_fd_sc_hd__inv_1	3
sky130_fd_sc_hd__buf_2	3
sky130_fd_sc_hd__dlygate4sd2_1	4
sky130_fd_sc_hd__buf_8	1
sky130_fd_sc_hd__inv_12	1
sky130_fd_sc_hd__inv_2	2
sky130_fd_sc_hd__inv_6	1
sky130_fd_sc_hd__clkdlybuf4s50_1	7
sky130_fd_sc_hd__xnor2_2	1
Power and IR drop assume default switching activity.
